--- ./design.v ---
`default_nettype none
module resetgen#(parameter RESET_NUM = 3700*1000)
    (
     input wire clk,
     output wire reset_out
     );
    reg reset_reg = 1;
    reg [22:0] reset_cnt = 0;
    assign reset_out = reset_reg;
    always @(posedge clk) begin
	if(reset_cnt <= RESET_NUM + 100) begin
            reset_cnt <= reset_cnt + 1;
	end else begin
            reset_cnt <= reset_cnt;
	end
    end
    always @(posedge clk) begin
	if(reset_cnt <= RESET_NUM) begin
            reset_reg <= 1;
	end else begin
            reset_reg <= 0;
	end
    end
endmodule  
`default_nettype wire
--- ./run.sh ---
#!/bin/bash
# OpenROAD 26Q1-2900-gdf79404cd8, Yosys 0.63+post, stock flow scripts
make -C /OpenROAD-flow-scripts/flow DESIGN_CONFIG=/design/flow/config.mk WORK_HOME=/design/flow/orfs finish
--- ./config.mk ---
export PLATFORM = sky130hd
export DESIGN_NAME = resetgen
export DESIGN_NICKNAME = resetgen
export VERILOG_FILES = /design/flow/design.v
export SDC_FILE = /design/flow/constraint.sdc
export NUM_CORES = 4
export LEC_CHECK = 1
export CORE_AREA = 10 10 104 104
export DIE_AREA = 0 0 114 114
--- ./constraint.sdc ---
current_design resetgen

set clk_period 6.3
set clk_io_pct 0.2

create_clock -name clk0 -period $clk_period [get_ports {clk}]

set non_clock_inputs [all_inputs -no_clocks]
set_input_delay [expr $clk_period * $clk_io_pct] -clock clk0 $non_clock_inputs
set_output_delay [expr $clk_period * $clk_io_pct] -clock clk0 [all_outputs]
==> insert_results.sql <==
-- generated from flow reports
INSERT INTO impl_metrics (metric_group, metric, value, unit) VALUES
('layout', 'utilization', '0.176', ''),
('setup_path', 'critPathRequiredTime', '6260', 'ps'),
('routing', 'antennaDiodeCount', '0', ''),
('power_and_ir_drop', 'peakVddDrop', '0.108', 'mV'),
('cts', 'cts_repair_resize_count', '0', ''),
('die', 'die.size.x', '114', 'um'),
('setup_path', 'critical-path-top-cell-by-count', 'nand3_1', ''),
('setup_path', 'regToRegStartpoint', 'reset_cnt[22]$_DFFE_PP_', ''),
('synth', 'mux_share', '0', ''),
('hold_path', 'hold_path_depth', '1', ''),
('routing', 'drt_first_pass_iters', '4', ''),
('layout', 'layout.filler_cells', '968', ''),
('routing', 'ant_nets', '0', ''),
('timing', 'setup_repair_after_global_routing_missed_its_margin', 'false', ''),
('synth', 'netlist_logic_family_top', 'simple AND/OR/NAND/NOR gates', ''),
('cts', 'clk-insertion-delay-late', '260', 'ps'),
('routing', 'vias_per_cell', '3.74', ''),
('setup_path', 'critPathArrivalTime', '2390', 'ps'),
('routing', 'drt-wirelength-per-cell', '9.80', 'um'),
('flow_run', 'openroad.warnings', '26', ''),
('die', 'chip_area', '0.0130', 'mm2'),
('layout', 'largest_register_ff_count', '23', ''),
('layout', 'final_cell_mix', 'edfxtp_1 (23), nand3_1 (14), xnor2_1 (14)', ''),
('setup_path', 'critical_path.max_fanout', '15', ''),
('layout', 'layout_top_cell', 'edfxtp_1', ''),
('global_route', 'globalRouteTotalUtil', '0.0345', ''),
('timing', 'fin_setup_tns', '0', 'ps'),
('global_route', 'grt_max_degree', '16', ''),
('cts', 'cts_root_buf', 'clkbuf_8', ''),
('timing', 'setup_viol', '0', ''),
('global_route', 'antenna_found_initial', '0', ''),
('timing', 'tightest_slew', '444', 'ps'),
('global_route', 'via_count_of_the_first_global_routing_pass', '821', ''),
('global_route', 'global_route.overflow_total', '0', ''),
('setup_path', 'setup.worst_path.start_class', 'flip-flop', ''),
('cts', 'cts_setup_buffers', '0', ''),
('setup_path', 'r2r_slack', '3870', 'ps'),
('timing', 'finalHoldViolations', '0', ''),
('timing', 'final.setup_skew', '4.64', 'ps'),
('placed_design', 'detailed_place_hpwl', '1570', 'um'),
('setup_path', 'max_stage_delay', '570', 'ps'),
('hold_path', 'worstHoldEndpoint', 'reset_cnt[21]$_DFFE_PP_', ''),
('die', 'placeableCoreArea', '0.00868', 'mm2'),
('timing', 'min_period_over_period', '0.386', ''),
('synth', 'synth.distinct_cells', '31', ''),
('synth', 'synth_warnings', '1', ''),
('placed_design', 'gpl.final_weighted_congestion', '0.789', ''),
('routing', 'drt_iter0_markers', '96', ''),
('cts', 'clk_pin_slew', '90', 'ps'),
('synth', 'syn-mean-instance-area', '11.8', 'um2'),
('synth', 'synth_simple_gate_area_share', '0.249', ''),
('routing', 'drc', '0', ''),
('die', 'chipHeight', '114', 'um'),
('run_status', 'run_status', 'completed', ''),
('setup_path', 'worst_path_max_delay_cell', 'or4_4', ''),
('setup_path', 'worst-setup-path-type', 'flip-flop to flip-flop', ''),
('routing', 'route.vias.total', '834', ''),
('cts', 'cts.path.max_buffers', '2', ''),
('cts', 'cts_htree_levels', '1', ''),
('timing', 'number_of_pins_exceeding_their_max_slew_limit_in_the_final_report', '0', ''),
('setup_path', 'ff2ff_path_depth', '5', ''),
('synth', 'adder_share', '0.0188', ''),
('synth', 'synthXorXnorAreaFrac', '0.138', ''),
('synth', 'yosys-stat-area', '0.00133', 'mm2'),
('timing', 'finalWorstPathRequiredPeriod', '2430', 'ps'),
('synth', 'top_cells_by_area', 'edfxtp_1 (52%), xnor2_1 (9.2%), nand3_1 (5.3%), xor2_1 (4.6%), nor4_4 (3.2%)', ''),
('synth', 'post_synth_instance_area', '0.00133', 'mm2'),
('placed_design', 'port_buffers', '1', ''),
('die', 'starting_density_of_the_core', '0.153', ''),
('timing', 'achievable-frequency', '412', 'MHz'),
('hold_path', 'timing.hold.worst.start', 'reset_cnt[21]$_DFFE_PP_', '');
power breakdown:
part	internal, mW	switching, mW
Sequential	0.172	0
Combinational	0	0
Clock	0.0849	0.0482
metal layers:
metal	up-vias	GRT usage	routed length, um
li1	421	-	-
met1	401	0.0512	1190
met2	10	0.0505	919
met3	2	0.0106	66
met4	0	0.00334	8
met5	-	0	0
worst max path at each step:
stage	from	cells past startpoint	endpoint	slack, ps
CTS	reset_cnt[22]$_DFFE_PP_	5	reset_cnt[8]$_DFFE_PP_	3840
global route	reset_cnt[22]$_DFFE_PP_	5	reset_cnt[8]$_DFFE_PP_	3660
finish	reset_cnt[22]$_DFFE_PP_	5	reset_cnt[8]$_DFFE_PP_	3870
synthesized netlist by cell type:
library cell / count
nand4b_1: 2
or2_2: 1
nor4b_1: 1
a211oi_1: 1
nand3_1: 14
o2bb2ai_1: 1
nand2_1: 9
nor4_1: 2
and2_1: 1
edfxtp_1: 23
a21o_1: 1
nor2_1: 8
inv_1: 2
buf_6: 1
o31ai_1: 1
buf_2: 1
o21ai_0: 1
clkbuf_2: 1
nor4_4: 2
or4_4: 1
nor3_2: 1
ha_1: 2
nand4_1: 5
nand4bb_1: 1
dfxtp_1: 1
xnor2_1: 14
and3_1: 5
a21bo_1: 1
clkbuf_1: 1
xor2_1: 7
or4_1: 1
through the flow:
stage / cell area, um2 / instances / hold WS, ps / setup WS (ps)
after floorplan: 1330 / 113 / 566 / 3840
after global placement: 1460 / 219 / 593 / 3900
after detailed placement: 1460 / 219 / 599 / 3860
after CTS: 1530 / 223 / 625 / 3840
after global routing: 1530 / 223 / 656 / 3660
final: 1530 / 223 / 621 / 3870
worst register-to-register path, cell delays in order (launching register included):
cell and delay, ps:
edfxtp_1 430, or4_4 570, nor4_4 340, nand3_1 130, nand3_1 340, buf_4 320
final cells by class:
cell class / instances / area, um2 / share of cell area
clock buffers: 3 / 41.3 / 0.0270
clock inverters: 1 / 30.0 / 0.0197
inverters: 2 / 7.51 / 0.00491
multi-input cells: 83 / 586 / 0.383
flip-flops and latches: 24 / 711 / 0.465
well taps: 108 / 135 / 0.0885
repair buffers: 2 / 17.5 / 0.0115
cell families after synthesis:
logic type,count (synthesis)
DFF,24
adders and majority gates,2
AOI/OAI and AO/OA,6
buffers and inverters,6
and+or+nand+nor,54
xor gates and xnor gates,21
Power is estimated from default activity; no workload was simulated.
